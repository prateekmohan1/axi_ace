[design/flow/run.sh]
#!/bin/bash
# OpenROAD 26Q1-2900-gdf79404cd8, Yosys 0.63+post, stock flow scripts
make -C /OpenROAD-flow-scripts/flow DESIGN_CONFIG=/design/flow/config.mk WORK_HOME=/design/flow/orfs finish
[design/flow/design.v]
module axi_snoop_logic #(
	parameter ADDR_SIZE = 32,
	parameter DATA_SIZE = 128,
	parameter NUM_DATA_SIZE_CACHELINE = 4
)
(
	input logic ACLK,
	input logic ARESETn,
	output logic ACVALID,
	input logic  ACREADY,
	output logic [ADDR_SIZE-1:0] ACADDR,
	output logic [3:0] ACSNOOP,
	output logic [2:0] ACPROT,
	input logic  CRVALID,
	output logic CRREADY,
	input logic [4:0] CRRESP,
	input logic  CDVALID,
	output logic CDREADY,
	input logic [DATA_SIZE-1:0] CDDATA,
	input logic CDLAST,
	input logic [ADDR_SIZE-1:0] ACADDR_intercon,
	input logic [3:0] ACSNOOP_intercon,
	input logic [2:0] ACPROT_intercon,
	input logic start,
	input logic stop,
	input logic trans_vld,
	output logic intercon_busy,
	output logic done_data_out,
	output logic [DATA_SIZE*NUM_DATA_SIZE_CACHELINE-1:0] cache_line_out,
	output logic [DATA_SIZE-1:0] cache_line_section,
	output logic [4:0] CRRESP_OUT,
	output logic crresp_vld
);
	logic ACVALID_Q;
	logic [ADDR_SIZE-1:0] ACADDR_Q;
	logic [3:0] ACSNOOP_Q;
	logic [2:0] ACPROT_Q;
	logic CRREADY_Q;
	logic [4:0] CRRESP_Q;
	logic CDREADY_Q;
	logic [DATA_SIZE-1:0] CDDATA_Q;
	logic CDLAST_Q;
	logic trans_vld_Q;
	logic [2:0] fsm_snoop_cs, fsm_snoop_ns, fsm_prev_state_D, fsm_prev_state_Q;
	logic intercon_busy_Q, intercon_busy_D;
	logic crresp_vld_D, crresp_vld_Q;
	logic done_data, done_data_Q;
	logic [DATA_SIZE*4-1:0] cache_line_Q;
	logic [DATA_SIZE-1:0] cache_line_section_Q;
	logic [1:0] index_Q;
	logic start_Q;
	logic stop_Q;
	assign intercon_busy = intercon_busy_Q;
	assign ACVALID = ACVALID_Q;
	assign ACADDR = ACADDR_Q;
	assign ACSNOOP = ACSNOOP_Q;
	assign ACPROT = ACPROT_Q;
	assign CRREADY = CRREADY_Q;
	assign CDREADY = CDREADY_Q;
	assign done_data_out = done_data_Q;
	assign cache_line_out = cache_line_Q;
	assign crresp_vld = crresp_vld_Q;
	assign CRRESP_OUT = CRRESP_Q;
	assign cache_line_section = cache_line_section_Q;
	always @ (*) begin
		intercon_busy_D = intercon_busy_Q;
		fsm_snoop_ns = fsm_snoop_cs;
		fsm_prev_state_D = fsm_prev_state_Q;
		crresp_vld_D = crresp_vld_Q;
		case (fsm_snoop_cs)
			3'd0: begin
				crresp_vld_D = 0;
				if (stop_Q) begin
					fsm_snoop_ns = 3'd6;
					intercon_busy_D = 1;
				end 
				else begin
					if (trans_vld_Q) begin
						fsm_snoop_ns = 3'd1;
						intercon_busy_D = 1;
					end
					else begin
						fsm_snoop_ns = 3'd0;
						intercon_busy_D = 0;
					end
				end
			end
			3'd1: begin
				if (stop_Q) begin
					fsm_snoop_ns = 3'd6;
				end 
				else begin 			
					if (CRVALID && CRREADY_Q) begin
						fsm_snoop_ns = 3'd2;
					end
					else begin
						fsm_snoop_ns = 3'd1;
					end
				end
			end
			3'd2: begin
				if (stop_Q) begin
					fsm_snoop_ns = 3'd6;
					crresp_vld_D = 0;
				end 
				else begin			
					crresp_vld_D = 1;
					if (CRRESP[0]) begin
						fsm_snoop_ns = 3'd3;
					end
					else begin
						fsm_snoop_ns = 3'd5;
						fsm_prev_state_D = 3'd2;
					end
				end
			end
			3'd3: begin
				if (stop_Q) begin
					fsm_snoop_ns = 3'd6;
					crresp_vld_D = 0;
				end 
				else begin						
					if (CDVALID && CDREADY_Q) begin
						fsm_snoop_ns = 3'd4;
					end
					else begin
						fsm_snoop_ns = 3'd3;
					end
				end
			end
			3'd4: begin
				if (stop_Q) begin
					fsm_snoop_ns = 3'd6;
				end 
				else begin									
					if (CDLAST) begin
						fsm_snoop_ns = 3'd5;
						fsm_prev_state_D = 3'd4;
					end
					else begin
						fsm_snoop_ns = 3'd4;
					end
				end
			end
			3'd5: begin
				if (stop_Q) begin
					fsm_snoop_ns = 3'd6;
				end 
				else begin												
					if (fsm_prev_state_Q == 3'd2) begin
						done_data = 0;
						fsm_snoop_ns = 3'd6;
						intercon_busy_D = 1'b0;
					end
					else if (fsm_prev_state_Q == 3'd4) begin
						done_data = 1;
						fsm_snoop_ns = 3'd7;
						intercon_busy_D = 1'b1;
					end
				end
			end
			3'd6: begin
				fsm_snoop_ns = 3'd6;
				done_data = 0;
				intercon_busy_D = 1;
			end
			3'd7: begin
				if (stop_Q || index_Q == 2'd3) begin
					fsm_snoop_ns = 3'd6;
				end
				else if (start_Q == 1 && index_Q != 2'd3) begin
					fsm_snoop_ns = 3'd7;
				end
				else begin
					fsm_snoop_ns = 3'd7;
				end
			end
		endcase
	end
	always @ (posedge ACLK) begin
		if (~ARESETn) begin
			ACVALID_Q <= 0;
			ACADDR_Q <= 0;
			ACSNOOP_Q <= 0;
			ACPROT_Q <= 0;
			CRREADY_Q <= 0;
			CRRESP_Q <= 0;
			CDREADY_Q <= 0;
			index_Q <= 0;
			cache_line_Q <= 0;
		end
		else begin
			ACVALID_Q <= ACVALID_Q;
			ACADDR_Q <= ACADDR_Q;
			ACSNOOP_Q <= ACSNOOP_Q;
			ACPROT_Q <= ACPROT_Q;
			CRREADY_Q <= CRREADY_Q;
			CRRESP_Q <= CRRESP_Q;
			CDREADY_Q <= CDREADY_Q;
			cache_line_Q <= cache_line_Q;
			index_Q <= index_Q;
			case (fsm_snoop_cs)
				3'd0: begin
					if (trans_vld_Q) begin
						ACVALID_Q <= 1;
						ACADDR_Q <= ACADDR_intercon;
						ACSNOOP_Q <= ACSNOOP_intercon;
						ACPROT_Q <= ACPROT_intercon;
					end
				end
				3'd1: begin
					if (ACREADY) ACVALID_Q <= 0;
					else 				 ACVALID_Q <= ACVALID_Q;
					if (CRVALID && !CRREADY_Q) begin 
						CRREADY_Q <= 1;
					end
					else begin
						CRREADY_Q <= CRREADY_Q;
					end
				end
				3'd2: begin
						CRREADY_Q <= 0;
						CRRESP_Q <= CRRESP;
				end
				3'd3: begin
					if (CDVALID && !CDREADY_Q) begin
						CDREADY_Q <= 1;
					end
					else begin
						CDREADY_Q <= CDREADY_Q;
					end
				end
				3'd4: begin
					CDREADY_Q <= 0;
					index_Q <= index_Q + 1;
					case(index_Q)
						2'd0: begin
							cache_line_Q[DATA_SIZE*(0+1)-1:DATA_SIZE*0] <= CDDATA;
						end
						2'd1: begin
							cache_line_Q[DATA_SIZE*(1+1)-1:DATA_SIZE*1] <= CDDATA;
						end
						2'd2: begin
							cache_line_Q[DATA_SIZE*(2+1)-1:DATA_SIZE*2] <= CDDATA;
						end
						2'd3: begin
							cache_line_Q[DATA_SIZE*(3+1)-1:DATA_SIZE*3] <= CDDATA;
						end
					endcase
				end
				3'd5: begin
					index_Q <= 0;
				end
				3'd6: begin
					index_Q <= 0;
				end
				3'd7: begin
					if (start_Q) begin
					case(index_Q)
						2'd0: begin
							cache_line_section_Q <= cache_line_Q[DATA_SIZE*(0+1)-1:DATA_SIZE*0];
						end
						2'd1: begin
							cache_line_section_Q <= cache_line_Q[DATA_SIZE*(1+1)-1:DATA_SIZE*1];
						end
						2'd2: begin
							cache_line_section_Q <= cache_line_Q[DATA_SIZE*(2+1)-1:DATA_SIZE*2];
						end
						2'd3: begin
							cache_line_section_Q <= cache_line_Q[DATA_SIZE*(3+1)-1:DATA_SIZE*3];
						end
					endcase
						index_Q <= index_Q + 1;
					end
					else begin
						cache_line_section_Q <= 0;
						index_Q <= 0;
					end
				end
			endcase
		end
	end
	always @ (posedge ACLK) begin
		if (~ARESETn) begin
			intercon_busy_Q <= 0;
			trans_vld_Q <= 0;
			fsm_prev_state_Q <= 0;
			done_data_Q <= 0;
			start_Q <= 0;
			stop_Q <= 0;
		end
		else begin
			intercon_busy_Q <= intercon_busy_D;
			trans_vld_Q <= trans_vld;
			fsm_prev_state_Q <= fsm_prev_state_D;
			done_data_Q <= done_data;
			start_Q <= start;
			stop_Q <= stop;
		end
	end
	always @ (posedge ACLK) begin
		if (~ARESETn) begin
			fsm_snoop_cs <= 0;
		end
		else begin
			fsm_snoop_cs <= fsm_snoop_ns;
		end
	end
endmodule
[design/flow/config.mk]
export PLATFORM = sky130hd
export DESIGN_NAME = axi_snoop_logic
export DESIGN_NICKNAME = axi_snoop_logic
export VERILOG_FILES = /design/flow/design.v
export SDC_FILE = /design/flow/constraint.sdc
export NUM_CORES = 4
export LEC_CHECK = 1
export CORE_AREA = 10 10 403 403
export DIE_AREA = 0 0 413 413
[design/flow/constraint.sdc]
current_design axi_snoop_logic

set clk_period 12.6
set clk_io_pct 0.2

create_clock -name clk0 -period $clk_period [get_ports {ACLK}]

set non_clock_inputs [all_inputs -no_clocks]
set_input_delay [expr $clk_period * $clk_io_pct] -clock clk0 $non_clock_inputs
set_output_delay [expr $clk_period * $clk_io_pct] -clock clk0 [all_outputs]
==> flow_summary_export.csv <==
group,metric,value,unit
clock_network,cts_buffer_depth,3,
die,chip_area,171000,um2
final_timing,hold_viol,0,
die,dieWidth,413,um
clock_network,root_buffer,"clkbuf_16",
synthesis,ys.flops,705,
detailed_routing,routed_wl,144,mm
final_layout,synthToLayoutAreaGrowth,46.8,%
final_timing,worst_slew_pin_slew,829,ps
placement,dpl_cell_area,39300,um2
critical_path,endpoint_kind,"flop",
placement,gp_congestion,0.917,
synthesis,syn_area,28700,um2
final_timing,unclocked_regs,1,
synthesis,syn_area_per_cell,8.83,um2
power_and_ir_drop,power_frac_comb,3.5,%
clock_network,clock.latency.late_pin,670,ps
placement,port_buffers,869,
die,coreArea,154000,um2
synthesis,top_cell,"nand2_1",
hold_path,min_path_cells,2,
detailed_routing,vias_per_cell,4.45,
synthesis,synth.area.top_cells,"dfxtp_1, nand2_1, a21boi_0",
flow_run,maxCapViolations,0,
global_routing,grt_pass1_wl,199,mm
critical_path,crit_arrival,6110,ps
detailed_routing,num_vias,27156,
power_and_ir_drop,power_frac_seq,46.8,%
power_and_ir_drop,clockPowerShare,49.8,%
placement,dp_hpwl,102,mm
synthesis,top_area_cell,"dfxtp_1",
global_routing,overflow,0,
critical_path,cp_common_cell,"buf_4",
final_timing,finalMaxSlewViolations,0,
detailed_routing,drc,0,
synthesis,yosys_warnings,2,
power_and_ir_drop,p_per_area,117,nW/um2
power_and_ir_drop,p_switching,1.13,mW
synthesis,ff_type,"dfxtp_1",
critical_path,worstPathRequired,13170,ps
critical_path,worstPathMaxFanout,80,
critical_path,reg2reg_depth,8,
detailed_routing,routed_wire_length_per_instance,23.5,um
global_routing,antenna_found_initial,10,
global_routing,grt_pass1_vias,26035,
critical_path,max_stage_delay,670,ps
synthesis,edf_count,128,
critical_path,cp-start-kind,"primary input",
synthesis,synth.cells.most_frequent,"nand2_1, dfxtp_1, a21boi_0",
final_timing,period_used_share,44.0,%
clock_network,hold_buffers,0,
flow_run,warnings,29,
die,row_count,144,
final_timing,finalClockSkew,27.0,ps
critical_path,path_cells,"buf_8, buf_4, buf_4, buf_4, buf_4, buf_4, a21boi_0",
clock_network,cts_tree,"done",
clock_network,cts_htree_levels,3,
detailed_routing,ant_nets,0,
critical_path,worstSetupPathType,"in -> reg",
final_layout,layout-drive-gt1-share,4.94,%
clock_network,post_cts_buffers,0,
final_layout,final_area,42100,um2
critical_path,reg2reg_slack,8680,ps
synthesis,yosys_area,28700,um2
global_routing,grt_max_degree,81,
final_timing,fin_setup_tns,0,ps
power_and_ir_drop,internal-power,3.79,mW
final_timing,max_slew_margin,44.7,%
final_timing,grt_setup_unrepaired,"no",
synthesis,synth_top_area_share,40.2,%
die,fp-utilization,18.6,%
synthesis,synth_cells,3245,
hold_path,min_path_type,"reg -> reg",
critical_path,r2r_end,"cache_line_Q[289]$_SDFFE_PN0P_",
detailed_routing,first_iter_violations,2418,
hold_path,min_to,"ACPROT_Q[2]$_SDFFE_PN0P_",
synthesis,ys_cells,3245,
clock_network,numCtsBuffers,84,
final_timing,setup_viol,0,
clock_network,path_clk_slew,60,ps
run_status,status,"completed",
synthesis,yosys.cell_types.count,38,
global_routing,grt_usage,16.2,%
clock_network,ctsResizeCount,0,
final_timing,fmax,180,MHz
hold_path,min_from,"ACPROT_Q[2]$_SDFFE_PN0P_",
final_timing,finalCriticalPeriod,5540,ps
die,die_h,413,um
power_and_ir_drop,ir_drop,93.6,uV
power_and_ir_drop,cellLeakagePower,12.9,nW
critical_path,worstReg2RegStart,"index_Q[0]$_SDFFE_PN0P_",
critical_path,cp_slowest_cell,"buf_4",
detailed_routing,first_pass_iters,10,
power_and_ir_drop,p_sw_share,22.9,%
final_timing,untimed_endpoints,1,
synthesis,async_reset_ff_share,0,%
die,io_pins,871,
state kept, by name, indices dropped and copies added (netlist names), 2 cells and up:
register	count
cache_line_Q	512
index_Q	2
ACSNOOP_Q	4
CRRESP_Q	5
fsm_snoop_cs	8
ACPROT_Q	3
ACADDR_Q	32
fsm_prev_state_Q	2
cache_line_section_Q	128
how the worst max path moves through the flow:
stage | slack, ps | startpoint | end
finish | 7060 | ARESETn | cache_line_Q[507]$_SDFFE_PN0P_
global route | 6830 | ARESETn | cache_line_Q[118]$_SDFFE_PN0P_
CTS | 7190 | ARESETn | cache_line_Q[507]$_SDFFE_PN0P_
metrics by stage:
stage | cells | worst slack [ps] | hold slack, ps | total power [mW] | util (%)
4_1_cts | 6096 | 7190 | 465 | 4.98 | 27.3
6_report | 6104 | 7060 | 464 | 4.92 | 27.3
2_1_floorplan | 3245 | 5900 | 420 | 2.40 | -
5_1_grt | 6102 | 6830 | 477 | 5.07 | 27.3
3_3_place_gp | 5941 | 6450 | 451 | 2.52 | 25.5
3_5_place_dp | 5941 | 6430 | 455 | 2.52 | 25.5
power by group through the flow:
stage         sequential [mW]  clock, mW  combinational [mW]
CTS                      2.30       2.51               0.171
global route             2.30       2.59               0.181
finish                   2.30       2.45               0.171
logic make-up (layout without fill, tap and decap cells):
kind of cell,count (synthesis),count (layout),synth area share (%)
and+or+nand+nor,1414,1414,20.0
AOI/OAI and AO/OA,836,836,21.8
DFF,704,704,53.7
buffers and inverters,279,1086,4.06
adders and majority gates,5,5,0.218
muxes,5,5,0.175
other,1,9,0.0131
latches,1,1,0.0524
worst max-delay path: cells and delay by family:
family                 cells  cell delay (ps)
AOI/OAI and AO/OA          1              260
buffers and inverters      6             3140
area by class of cell:
type	count	area, um2
fillers	16080	112000
flip-flops and latches	705	15400
multi-input cells	2261	12200
repair buffers	926	9130
well taps	2044	2560
clock buffers	125	2460
clock inverters	30	292
diodes	8	20.0
inverters	5	18.8
layout by cell type, fill, tap and decap left out, types with 8 or more instances in the layout:
master,count
o21ai_0,138
clkbuf_8,12
dfxtp_1,575
and2_1,133
buf_4,57
edfxtp_1,128
a222oi_1,128
clkinv_2,9
clkbuf_1,25
nand2_1,1240
diode_2,8
clkbuf_16,88
a21boi_0,555
clkdlybuf4s50_1,868
layer usage:
metal	GRT usage, %	up-vias	wire length (um)
met4	5.22	6	5480
li1	-	12495	-
met5	0	-	40
met3	6.91	233	17200
met2	24.9	1308	64800
met1	20.8	13114	56000
Power and IR drop assume default switching activity.
