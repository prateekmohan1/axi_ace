## /design/flow/config.mk

```make
export PLATFORM = sky130hd
export DESIGN_NAME = mux_sel_cache_line
export DESIGN_NICKNAME = mux_sel_cache_line
export VERILOG_FILES = /design/flow/design.v
export SDC_FILE = /design/flow/constraint.sdc
export NUM_CORES = 4
export LEC_CHECK = 1
export CORE_AREA = 10 10 445 445
export DIE_AREA = 0 0 455 455
```

## /design/flow/constraint.sdc

```tcl
current_design mux_sel_cache_line

set clk_period 56.0
set clk_io_pct 0.2

create_clock -name clk0 -period $clk_period

set non_clock_inputs [all_inputs -no_clocks]
set_input_delay [expr $clk_period * $clk_io_pct] -clock clk0 $non_clock_inputs
set_output_delay [expr $clk_period * $clk_io_pct] -clock clk0 [all_outputs]
```

## /design/flow/design.v

```verilog
module mux_sel_cache_line #(
	parameter DATA_SIZE = 128,
	parameter NUM_MASTERS = 8
)
(
	input logic [DATA_SIZE-1:0] cache_line_m0,
	input logic [DATA_SIZE-1:0] cache_line_m1,
	input logic [DATA_SIZE-1:0] cache_line_m2,
	input logic [DATA_SIZE-1:0] cache_line_m3,
	input logic [DATA_SIZE-1:0] cache_line_m4,
	input logic [DATA_SIZE-1:0] cache_line_m5,
	input logic [DATA_SIZE-1:0] cache_line_m6,
	input logic [DATA_SIZE-1:0] cache_line_m7,
	input logic [7:0] mux_sel, 
	output logic [DATA_SIZE-1:0] cache_line_out
);
	assign cache_line_out = (mux_sel == 8'd0)  		? cache_line_m0 :
													(mux_sel == 8'd2)  		? cache_line_m1 :
													(mux_sel == 8'd4)  		? cache_line_m2 :
													(mux_sel == 8'd8)  		? cache_line_m3 :
													(mux_sel == 8'd16)  	? cache_line_m4 :
													(mux_sel == 8'd32)  	? cache_line_m5 :
													(mux_sel == 8'd64)  	? cache_line_m6 :
													(mux_sel == 8'd128)  	? cache_line_m7 :
																									cache_line_m0;
endmodule
```

## /design/flow/run.sh

```bash
#!/bin/bash
# OpenROAD 26Q1-2900-gdf79404cd8, Yosys 0.63+post, stock flow scripts
make -C /OpenROAD-flow-scripts/flow DESIGN_CONFIG=/design/flow/config.mk WORK_HOME=/design/flow/orfs finish
```

==> summary.txt <==
Implementation progress

In the routed layout, each cell is associated on average with a via count of between 4 and 5. Per the timing report, the achievable frequency comes out to 36.6 MHz. The share of layout cells above drive strength 1 stands at 0.0338. Among cell families on the critical path, the largest total delay comes from buffers and inverters. After routing, the total negative slack on setup checks comes to 0 ps. Along the worst path, the maximum fanout reaches roughly 50. Dividing the synthesized area by the synthesized cell count gives 6.37 sq um. The number of slew-limit violations in the final report stands at 0. In the final routing, the length of wire on met1 measures 93600 um. The remaining max-slew budget at the tightest pin stands at 0.390.

Per the STA report, the cell with the highest stage delay on the worst path is clkdlybuf4s50_1. Across the VDD grid, the largest voltage drop is 0.00000331 V. The final critical delay including setup and external delays stands at around 27000 ps. The number of sequential cells stands at 0.

The flow ran to the end, and the final reports show no timing, DRC or antenna violations. In this run the horizontal extent of the chip is 455 um. Summing all flip-flop and latch instances after layout gives 0 sq um. STA classifies the critical path startpoint as an input pin. The worst endpoint data arrival time stands at ~16000 ps. In the post-route report, total wirelength is listed as 249000 um. The critical path is of the in -> out type.

The slew at the pin closest to its max-slew limit stands at 915 ps. After clock tree synthesis, the repair step resized 0 gates. Summing every instance area after synthesis gives 13100 sq um.

The chip occupies 207000 sq um. The synthesis report lists the Yosys warning total as 0. The post-synthesis cell count from yosys stands at slightly above 2000.

Setup repair after global routing left no endpoint under its margin. Signal routing reaches up to met5. The vertical extent of the die stands at 455 um. The initial detailed-routing violation count stands at between 3000 and 4000. The yosys stat chip area stands at around 13000 sq um.

The global routing report lists combined usage of all routing layers as 0.229. The main area contributors are a21oi_1, a41oi_1, o221ai_1. The number of core rows stands at 159. Walking the worst path, the cells encountered are clkdlybuf4s50_1, or3_4, buf_4, buf_4, buf_4, o31ai_1, o2111ai_1, a31o_1, clkdlybuf4s50_1.

The count of buffers added by post-CTS timing repair for setup stands at 0. At the end of the flow the core is filled with cells to 0.144. The layout has around 21000 filler cells. The worst setup path is captured at an output pin. The largest total area in the synthesized netlist belongs to a21oi_1. Per the post-route antenna check, the number of violating nets is 0.

Counting endpoints that fail hold in the final report gives 0. The number of buffers inserted by hold repair at cts stands at 0. The starting utilization of the core area stands at 0.0695.

The tool flagged a number of max-cap violations equal to 0. The portion of the post-synthesis area used by sequential elements stands at 0. The ratio of final minimum period to clock period stands at 0.488.

In the final report, the number of endpoints failing setup comes to 0. Along the critical path, the tally of buffer and inverter instances is 5. The area share of the largest cell type after synthesis stands at 0.0877. The HPWL after detailed placement stands at 212000 um. The final layout report lists a clock buffer count of 0. The delay of the slowest cell on the worst path stands at approximately 760 ps.

The flow reported a cell area power density of roughly 8 nW/um^2. The total congestion overflow after global routing stands at 0. The growth of design area from synthesis to finish stands at 108%. The first TritonRoute pass finished after 5 iterations. The total number of warnings across the stage logs stands at 32. Counting every instance in the synthesized netlist gives approximately 2100. The number of placed I/O pins stands at 1160. The routed layout reports a DRC error count of 0. The unique cell type count in the Yosys netlist stands at roughly 40. The detailed-routed wire length on met2 stands at 110000 um. Per the layout area report, the combinational gate area comes to roughly 12000 sq um.

In this run the worst hold path is classified as in -> out. The first global-routing pass estimated 304000 um of wire. Leaving out fill and tap cells, the most frequent cells in the layout are clkdlybuf4s50_1, nand2_1, a21oi_1, o31ai_1. The pin count of the biggest net entering global routing stands at 66. Wire segments on met3 add up to 30900 um in the final route. Among logic cells in the layout, the one with the most instances is clkdlybuf4s50_1. The initial antenna violation count stands at 227. The routed length per instance stands at between 40 and 50 um. The number of global-route vias before repair came to 24900. The total via count in the routed design stands at 26200. According to the floorplan report, the placeable core area is 188000 sq um. The final weighted congestion recorded by global placement is between 1 and 1.5.

The number of input and output port buffers inserted stands at 1160. The required time at the worst-slack endpoint stands at around 45000 ps. The reported leakage power stands at 7.24 nW. The most numerous cell type found on the critical path is buf_4.
## kinds of logic (layout without fill, tap and decap cells)
group / after synthesis / count (layout) / synth area share
xor gates and xnor gates: 1 / 1 / 0.000671
buffers and inverters: 359 / 1239 / 0.119
other: 0 / 85 / 0
and+or+nand+nor: 535 / 535 / 0.207
AOI/OAI and AO/OA: 1155 / 1155 / 0.673
## final timing paths
path | from | end | cells after the start
max | mux_sel[2] | cache_line_out[93] | 9
min | mux_sel[7] | cache_line_out[41] | 5
## layout make-up
type / count / share of cell area
multi-input combinational: 1691 / 0.427
inverter: 3 / 0.000784
tap: 2495 / 0.115
antenna: 85 / 0.00784
timing repair buffer: 1236 / 0.449
## synth_stat cells, types with 2 or more instances
| library cell | number |
|---|---|
| o22ai_1 | 128 |
| clkbuf_1 | 256 |
| nand4_1 | 127 |
| buf_2 | 58 |
| a221o_1 | 13 |
| nand2b_1 | 2 |
| or4_1 | 2 |
| nand2_1 | 242 |
| nor2b_1 | 130 |
| or3_1 | 3 |
| a31o_1 | 114 |
| nor3_2 | 2 |
| o221ai_1 | 127 |
| buf_1 | 23 |
| inv_1 | 3 |
| o2111a_1 | 14 |
| a41oi_1 | 127 |
| or2_2 | 2 |
| a221oi_1 | 114 |
| a21o_1 | 26 |
| nor2_1 | 19 |
| a21oi_1 | 229 |
| buf_6 | 18 |
| o31ai_1 | 141 |
| o2111ai_1 | 115 |
## tightest hold or removal path, stage by stage
cell and delay, ps:
buf_6 170, inv_1 80, o2111a_1 210, o32ai_1 100, clkdlybuf4s50_1 440
## metal layers
metal | GRT usage | vias up
met5 | 0 | -
met4 | 0.115 | 182
met3 | 0.109 | 524
met2 | 0.342 | 1974
met1 | 0.275 | 13000
li1 | - | 10500
## where the power goes
part / switching, mW / total, mW / internal, mW / leakage [nW]
clock: 0 / 0.000000173 / 0.000000172 / 0.000536
combinational: 0.117 / 0.218 / 0.101 / 7.24
sequential: 0 / 0 / 0 / 0
total: 0.117 / 0.218 / 0.101 / 7.24
## stage by stage
| stage | power [mW] | cell area (sq um) | instances | worst slack (ps) | hold slack (ps) |
|---|---|---|---|---|---|
| finish | 0.218 | 27100 | 5510 | 28690 | 23410 |
| global route | 0.223 | 27100 | 5481 | 28730 | 23460 |
| global placement | 0.217 | 26900 | 5425 | 28950 | 23420 |
| floorplan | 0.0559 | 13100 | 2050 | 32130 | 22510 |
| CTS | 0.217 | 26900 | 5425 | 28940 | 23420 |
| detailed placement | 0.216 | 26900 | 5425 | 28950 | 23410 |
Power and IR drop assume default switching activity.
